==> flow/design.v <==
module pe(
    input CLK,
    input [3-1:0] Row_ID,
    input signed [8-1:0] Data_I_In, 
    input signed [8-1:0] Data_W_In,
    input EN_W_In,
    input [3-1:0] EN_ID_In,
    input signed [24-1:0] Psum_In,
    input [16-1:0] Addr_P_In,
    input [1-1:0] Valid_P_In,
    output reg [8-1:0] Data_I_Out,
    output reg signed [8-1:0] Data_W_Out,
    output reg EN_W_Out,
    output reg [3-1:0] EN_ID_Out,
    output reg signed [24-1:0] Psum_Out,
    output reg [16-1:0]   Addr_P_Out,
    output reg [1-1:0]  Valid_P_Out
);
reg signed [8-1:0] Data_W_Buf;
wire signed [8:0] Data_I_Signed = {1'b0, Data_I_In};
always @(posedge CLK) begin
    Data_I_Out <= Data_I_In;
    Data_W_Out <= Data_W_In;
    EN_W_Out <= EN_W_In;
    EN_ID_Out <= EN_ID_In;
    Addr_P_Out <= Addr_P_In;
    Valid_P_Out <= Valid_P_In;
    if (EN_W_In && (EN_ID_In == Row_ID)) 
        Data_W_Buf <= Data_W_In;
    Psum_Out <= Data_I_In * Data_W_Buf + Psum_In;
end
endmodule
module systolic(
    input CLK,
    input [8*8-1:0] i_Data_I_In,
    input [4*8-1:0] i_Data_W_In,
    input [4-1:0] i_EN_W_In,
    input [3-1:0] i_EN_ID_In,
    input [4*24-1:0] i_Psum_In,
    output [4*24-1:0] o_Psum_Out,
    input  [4*16-1:0] i_Addr_P_In,
    input  [4*1-1:0] i_Valid_P_In,
    output [4*16-1:0] o_Addr_P_Out,
    output [4*1-1:0] o_Valid_P_Out
);
wire [4*8*8-1:0] Data_I_In;
wire [4*8*8-1:0] Data_I_Out;
wire [4*8*8-1:0] Data_W_In;
wire [4*8*8-1:0] Data_W_Out;
wire [4*8-1:0] EN_W_In;
wire [4*8-1:0] EN_W_Out;
wire [4*8*3-1:0] EN_ID_In;
wire [4*8*3-1:0] EN_ID_Out;
wire [4*8*24-1:0] Psum_In;
wire [4*8*24-1:0] Psum_Out;
wire [4*8*16-1:0] Addr_P_In;
wire [4*8*1-1:0] Valid_P_In;
wire [4*8*16-1:0] Addr_P_Out;
wire [4*8*1-1:0] Valid_P_Out;
genvar i, j;
generate
    for(i = 0; i < 4; i = i + 1) begin: loop_pe_col
        assign o_Addr_P_Out[16 * i +:16] = Addr_P_Out[16 * i + 16 * 4 * (8 - 1) +: 16];
        assign o_Valid_P_Out[1 * i +:1] = Valid_P_Out[1 * i + 1 * 4 * (8 - 1) +: 1];
        assign o_Psum_Out[24 * i +:24] = Psum_Out[24 * i + 24 * 4 * (8 - 1) +: 24];
        for(j = 0; j < 8; j = j + 1) begin: loop_pe_row
            pe pe_inst (
                .CLK(CLK),
                .Row_ID(j),
                .Data_I_In(Data_I_In[8 * i + 8 * 4 * j +: 8]),
                .Data_I_Out(Data_I_Out[8 * i + 8 * 4 * j +: 8]),
                .Data_W_In(Data_W_In[8 * i + 8 * 4 * j +: 8]),
                .Data_W_Out(Data_W_Out[8 * i + 8 * 4 * j +: 8]),
                .EN_W_In(EN_W_In[i + 4 * j]),
                .EN_W_Out(EN_W_Out[i + 4 * j]),
                .EN_ID_In(EN_ID_In[3 * i + 3 * 4 * j +: 3]),
                .EN_ID_Out(EN_ID_Out[3 * i + 3 * 4 * j +: 3]),
                .Psum_In(Psum_In[24 * i + 24 * 4 * j +: 24]),
                .Psum_Out(Psum_Out[24 * i + 24 * 4 * j +: 24]),
                .Addr_P_In(Addr_P_In[16 * i + 16 * 4 * j +: 16]),
                .Valid_P_In(Valid_P_In[1 * i + 1 * 4 * j +: 1]),
                .Addr_P_Out(Addr_P_Out[16 * i + 16 * 4 * j +: 16]),
                .Valid_P_Out(Valid_P_Out[1 * i + 1 * 4 * j +: 1])
            );
            if (j > 0) begin  
                assign Data_W_In[8 * i + 8 * 4 * j +: 8] = Data_W_Out[8 * i + 8 * 4 * (j - 1) +: 8];
                assign EN_W_In[i + 4 * j] = EN_W_Out[i + 4 * (j - 1)];
                assign EN_ID_In[3 * i + 3 * 4 * j +: 3] = EN_ID_Out[3 * i + 3 * 4 * (j - 1) +: 3];
                assign Psum_In[24 * i + 24 * 4 * j +: 24] = Psum_Out[24 * i + 24 * 4 * (j - 1) +: 24];
                assign Addr_P_In[16 * i + 16 * 4 * j +: 16] = Addr_P_Out[16 * i + 16 * 4 * (j - 1) +: 16];
                assign Valid_P_In[1 * i + 1 * 4 * j +: 1] = Valid_P_Out[1 * i + 1 * 4 * (j - 1) +: 1];
            end
            else begin  
                assign Data_W_In[8 * i + 8 * 4 * j +: 8] = i_Data_W_In[8 * i +: 8];
                assign EN_W_In[i + 4 * j] = i_EN_W_In[i];
                assign EN_ID_In[3 * i + 3 * 4 * j +: 3] = i_EN_ID_In[3 * 0 +: 3];
                assign Psum_In[24 * i + 24 * 4 * j +: 24] = i_Psum_In[24 * i +: 24];
                assign Addr_P_In[16 * i + 16 * 4 * j +: 16] = i_Addr_P_In[16 * i +: 16];
                assign Valid_P_In[1 * i + 1 * 4 * j +: 1] = i_Valid_P_In[1 * i +: 1];
            end
            if (i > 0) begin  
                assign Data_I_In[8 * i + 8 * 4 * j +: 8] = Data_I_Out[8 * (i - 1) + 8 * 4 * j +: 8];
            end
            else begin  
                assign Data_I_In[8 * i + 8 * 4 * j +: 8] = i_Data_I_In[8 * j +: 8];
            end
        end
    end
endgenerate
endmodule
==> flow/run.sh <==
#!/bin/bash
# OpenROAD 26Q1-2900-gdf79404cd8, Yosys 0.63+post, stock flow scripts
make -C /OpenROAD-flow-scripts/flow DESIGN_CONFIG=/design/flow/config.mk WORK_HOME=/design/flow/orfs finish
==> flow/config.mk <==
export PLATFORM = sky130hd
export DESIGN_NAME = systolic
export DESIGN_NICKNAME = systolic
export VERILOG_FILES = /design/flow/design.v
export SDC_FILE = /design/flow/constraint.sdc
export NUM_CORES = 4
export LEC_CHECK = 1
export CORE_UTILIZATION = 50
==> flow/constraint.sdc <==
current_design systolic

set clk_period 19.0
set clk_io_pct 0.2

create_clock -name clk0 -period $clk_period [get_ports {CLK}]

set non_clock_inputs [all_inputs -no_clocks]
set_input_delay [expr $clk_period * $clk_io_pct] -clock clk0 $non_clock_inputs
set_output_delay [expr $clk_period * $clk_io_pct] -clock clk0 [all_outputs]
==> metrics.yaml <==
status: "completed"
slew_headroom: 0.393
crit_required_ns: 19.81
vias: 99700
fp_util: 0.503
tightest_slew_ns: 0.904
syn2layout_area_growth_pct: 11.1
viasPerCell: 4.89
grt_overflow: 0
post-route-drc-count: 0
synth-edff-count: 256
io_pins: 432
numCtsBuffers: 228
final_cells: 20400
cts.path.max_buffers: 4
antenna_found_initial: 19
yosysCellCount: 15400
yosysChipArea_sq_mm: 0.156
core_area_sq_mm: 0.309
tool_warnings: 91
report.final.slew_viol_count: 0
period_needed_ns: 10.21
syn_inst: 15400
cts_resized: 0
ff_type: "dfxtp_1"
tritoncts: "yes"
drtIter0Drc: 3730
setup_viol: 0
fin_crit_sh: 0.537
critPathLaunchType: "primary input"
grt_pass1_vias: 102000
final_common_cell: "inv_1"
worstRegToRegCells: 26
cts-root-buf: "clkbuf_16"
max_freq_mhz: 97.9
syn_avg_cell_area_sq_um: 10.1
hold_class: "reg2reg"
grt_start_max_net_pins: 17
yosys_warnings: 33
fp.dieW_um: 560
routed_wl_um: 314000
critPathCaptureType: "flop"
final_cell_mix: "2919 x inv_1, 1792 x fa_1, 1777 x dfxtp_1, 1728 x ha_1, 1426 x and2_1"
clock_skew_ns: 0.0731
drtAntennaViolNets: 0
rows: 204
insertion_delay_ns: 0.91
clock_sinks: 2033
grtUsageTotal: 0.221
port_buffers: 431
dieArea_sq_mm: 0.314
holdPathStages: 0
ys_seq_frac: 0.278
arrival_ns: 11.02
whs_ns: 0.313
post_cts_buffers: 0
fillers: 27000
finalSetupTns_ns: 0
cts_htree_levels: 4
postCtsHoldBufs: 0
post-dp-hpwl_um: 261000
globalplace.congestion: 0.897
maxCapViolCount: 0
grt_pass1_wl_um: 524000
grt_setup_unrepaired: "false"
synth.distinct_cells: 95
hold_violations: 0
cp_max_fo: 10
crit_type: "in2reg"
wl_per_cell_um: 15.4
die_h_um: 560
ys_ff: 2033
drt-pass1-iter-count: 5
cts.clk_slew.worst_paths_ns: 0.06
drive_above_1_share: 0.0333
netlist_area_sq_mm: 0.156
dp.cells: 20000
async_reset_ff_frac: 0
final cells by class:
class | count | area, sq um | area share
multi-input cells | 10400 | 101000 | 0.586
flip-flops and latches | 2033 | 43300 | 0.250
inverters | 2920 | 11000 | 0.0634
clock buffers | 293 | 6320 | 0.0365
well taps | 4120 | 5150 | 0.0298
repair buffers | 462 | 4550 | 0.0263
clock inverters | 130 | 1350 | 0.00780
diodes | 10 | 25.0 | 0.000145
per-stage QoR:
stage / utilization / instance area [sq um] / worst slack, ns
after floorplan: - / 156000 / 9.39
final: 0.559 / 173000 / 8.79
after global placement: 0.534 / 165000 / 7.91
after CTS: 0.559 / 173000 / 8.89
after global routing: 0.559 / 173000 / 8.35
after detailed placement: 0.534 / 165000 / 7.93
synth_stat cells (37+ instances only):
cell type,number,share of area
nor2_1,458,0.011
a21oi_1,715,0.023
nor3_1,173,0.0056
nand3_1,142,0.0046
xnor2_1,987,0.056
o21a_1,91,0.0044
and3_1,68,0.0027
and2_1,1426,0.057
nor2b_1,252,0.010
a31oi_1,76,0.0031
o211ai_1,50,0.0024
nand4_1,37,0.0015
xor2_1,215,0.012
fa_1,1792,0.23
ha_1,1728,0.14
a211oi_1,83,0.0040
o21ai_0,281,0.0090
nand2_1,691,0.017
a21o_1,285,0.014
edfxtp_1,256,0.049
nand2b_1,132,0.0053
inv_1,2919,0.070
o21bai_1,219,0.011
or3_1,59,0.0024
dfxtp_1,1777,0.23
metal layers:
metal / vias to the layer above / part of all wire / global-route usage
met1: 47000 / 0.46 / 0.337
met2: 1727 / 0.44 / 0.329
met5: - / 0.00031 / 0
met4: 16 / 0.023 / 0.0396
met3: 370 / 0.077 / 0.0725
li1: 50600 / - / -
flip-flops by register name (all words and copies together) (netlist names):
name                                         count
loop_pe_col.loop_pe_row.pe_inst.Addr_P_Out     512
loop_pe_col.loop_pe_row.pe_inst.Data_I_Out     192
loop_pe_col.loop_pe_row.pe_inst.Data_W_Buf     256
loop_pe_col.loop_pe_row.pe_inst.Data_W_Out     224
loop_pe_col.loop_pe_row.pe_inst.EN_ID_Out       21
loop_pe_col.loop_pe_row.pe_inst.EN_W_Out        28
loop_pe_col.loop_pe_row.pe_inst.Psum_Out       768
loop_pe_col.loop_pe_row.pe_inst.Valid_P_Out     32
worst max-delay path, cell delays in order:
cell and delay [ns]:
clkdlybuf4s50_1 0.63, and2_1 0.29, fa_1 0.54, inv_1 0.06, fa_1 0.52, inv_1 0.05
fa_1 0.47, inv_1 0.05, fa_1 0.47, inv_1 0.04, ha_1 0.29, o21ai_0 0.08
nor2_1 0.09, o41ai_1 0.48, o21ai_0 0.26, o21a_1 0.21, o21ai_0 0.15, nand2b_1 0.09
xnor2_1 0.70, ha_1 0.44, a21oi_1 0.21, o21ai_0 0.11, nand2_1 0.07, o41ai_1 0.09
or4_1 0.45, a31oi_1 0.22, xnor2_1 0.13
final timing paths:
path	from	endpoint	slack, ns
setup / recovery	i_Data_I_In[21]	loop_pe_col[0].loop_pe_row[2].pe_inst.Psum_Out[22]	8.79
hold / removal	loop_pe_col[1].loop_pe_row[2].pe_inst.Valid_P_Out	loop_pe_col[1].loop_pe_row[3].pe_inst.Valid_P_Out	0.31
setup reg to reg	flop	loop_pe_col[0].loop_pe_row[2].pe_inst.Psum_Out[22]	11.85
hold reg to reg	loop_pe_col[1].loop_pe_row[2].pe_inst.Valid_P_Out	loop_pe_col[1].loop_pe_row[3].pe_inst.Valid_P_Out	0.31
cells by family after synthesis:
group / share of synthesized area
and+or+nand+nor: 0.122
adders and majority gates: 0.369
buffers and inverters: 0.0708
AOI/OAI and AO/OA: 0.0883
DFF: 0.278
xor gates and xnor gates: 0.0687
muxes: 0.00252
