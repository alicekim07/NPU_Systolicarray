==> /design/flow/design.v <==
module sram_dual_behavior (
    input clka, clkb,
    input [7:0] addra, addrb,
    input [23:0] dina, dinb,
    output reg [23:0] douta, doutb,
    input ena, enb,
    input wea, web
);
reg [23:0] memory_cell [255:0];
always @(posedge clka) begin
    if (ena) begin
        if (wea) begin
            memory_cell[addra] <= dina;
        end else begin
            douta <= memory_cell[addra];
        end
    end else if (enb) begin
        if (web) begin
            memory_cell[addrb] <= dinb;
        end else begin
            doutb <= memory_cell[addrb];
        end
    end
end
endmodule
==> /design/flow/run.sh <==
#!/bin/bash
# OpenROAD 26Q1-2900-gdf79404cd8, Yosys 0.63+post, stock flow scripts
make -C /OpenROAD-flow-scripts/flow DESIGN_CONFIG=/design/flow/config.mk WORK_HOME=/design/flow/orfs finish
==> /design/flow/config.mk <==
export PLATFORM = sky130hd
export DESIGN_NAME = sram_dual_behavior
export DESIGN_NICKNAME = sram_dual_behavior
export VERILOG_FILES = /design/flow/design.v
export SDC_FILE = /design/flow/constraint.sdc
export NUM_CORES = 4
export LEC_CHECK = 1
export CORE_UTILIZATION = 40
export SYNTH_MEMORY_MAX_BITS = 65536
==> /design/flow/constraint.sdc <==
current_design sram_dual_behavior

set clk_period 23.3
set clk_io_pct 0.2

create_clock -name clk0 -period $clk_period [get_ports {clka}]

set non_clock_inputs [all_inputs -no_clocks]
set_input_delay [expr $clk_period * $clk_io_pct] -clock clk0 $non_clock_inputs
set_output_delay [expr $clk_period * $clk_io_pct] -clock clk0 [all_outputs]
==> run notes <==
Quick summary of the implementation run below.

After synthesis, flip-flops and latches occupy 64.0% of the total area. The power density over cell area came out at 76.2 nW/um^2. The worst register-to-register path ends at doutb[4]$_DFFE_PP_. By instance count, the leading cell after synthesis is edfxtp_1. The depth of the worst hold-timing path is 6. By area the synthesized netlist is led by edfxtp_1, mux4_2, mux2i_1, o221ai_1, mux4_1.

The completed layout was analyzed and its total power is 25200 uW. The post-synth tally of flip-flops with integrated enable is 6192. The number of buffer and inverter stages on the critical path is 8. The die span in y is 854 um. The number of endpoints with negative hold slack in the final report is 0. The cell repeated most along the worst path is buf_4. The buffer levels on the longest clock path came out at 4.

The most common flop cell mapped by yosys is edfxtp_1. The half-perimeter wire length after detailed placement is 792000 um. For the worst setup path, the data required time is 24320 ps. Global routing used 35.8% of the available tracks across all layers. The reg-to-reg setup timing slack came out at 19110 ps. The die width is 854 um. The XOR/XNOR share of the synthesized area is 0%. The post-synthesis instance total came out at 15720. The wire length of the first global-routing pass came out at 1600000 um. Per the run report, area growth between synthesis and finish was 13.6%. The floorplan step records an initial core utilization of 40.2%. The critical path goes through buf_16, buf_4, buf_4, buf_4, buf_4, buf_4, buf_4, mux2i_1, o22ai_1, a2111oi_0, buf_4, nor4_1, nand3_1, nor2_1, and3_1. The report shows a maximum critical-path fanout of 72. The warning count from the yosys run came out at 1.

The critical path's slowest stage uses the library cell nor2_1. The CTS H-tree depth came out at 6. The leakage power came out at 0.106 uW. The critical path in the final layout is reported with a setup slack of 12440 ps. The number of standard cells in the final layout excluding fillers came out at 26937. The number of global-route vias before repair came out at 186234. After synthesis, the share of cell area in mux cells is 24.4%. The number of core rows is 312. The launch point of the worst reg-to-reg path is memory_cell[117][4]$_DFFE_PP_. The critical path in this run is classified as primary input to flop. The sort of element at the start of the critical path is a primary input.

The boundary pin count came out at 118. Setup repair after global routing left no endpoint under its margin. The placement report lists the number of port buffers as 116. After layout, the minimum clock period comes to 10860 ps. The final period utilization is 46.6%. The sum of met2 wire segment lengths after detailed routing is 487000 um.

Broken down by cell family, the worst path's largest delay share belongs to buffers and inverters. STA lists the startpoint of the worst hold path as memory_cell[194][22]$_DFFE_PP_. The unique cell type count in the Yosys netlist is 87. Summing over every cut layer, the via total after detailed routing is 176663. The routed length per instance came out at 44.4 um.

The clock-pin slew on the worst setup and hold paths is 60 ps. The worst setup path is captured at a flop. The final cell utilization of the core came out at 45.7%. The detailed-route wire length came out at 1190000 um.

The number of clock buffers inserted by TritonCTS is 675. The fraction of the mapped netlist area in compound gates came out at 5.92%. The largest total area in the synthesized netlist belongs to edfxtp_1. The area reported by Yosys stat is 291000 um^2. The synthesized area is 291000 um^2. The number of max-capacitance violations reported came out at 0. The area share of the largest cell type after synthesis came out at 64.0%.

The relative slew slack came out at 2.35%. The cts-stage hold buffer count is 0. The total number of clock tree sinks came out at 6192. The worst endpoint data arrival time is 11880 ps. The average instance in the mapped netlist occupies 18.5 um^2.

The final RePlAce weighted congestion came out at 1.09. The routed via count divided by cell count is 6.56. The total iterations of the first detailed-routing run is 7.

TritonCTS built the clock tree. The worst slack after detailed placement came out at 11440 ps. The max-slew violation total from the final report is 0. Sorting the synthesized cells by how often they occur yields edfxtp_1, mux4_2, mux2i_1.

The layout cell share with drive strength beyond 1 came out at 28.9%. The peak clock frequency supported by timing came out at 92.1 MHz. Logic depth along the worst register-to-register path is recorded as 9.

After detailed routing, the met3 layer carries 264000 um of wire. Summed over all failing endpoints, the final setup total negative slack is 0 ps. In the hold report, the worst path ends at doutb[22]$_DFFE_PP_. The root buffer cell chosen for the clock tree is clkbuf_16. For the pin with the worst max-slew slack, the measured transition is 1450 ps. The fraction of synthesis flops using an asynchronous set or reset pin is 0%. The skew report gives the latency at the later pin of the worst-skew pair as 1260 ps. The core footprint is 723000 um^2.

In this run, post-CTS repair resized a total of 0 instances. Entering global routing, the biggest net connects 81 pins. The number of cells in the yosys synthesis report came out at 15720.

The area fraction in and, or, nand and nor cells came out at 2.57%. Yosys shows that the main logic family after synthesis is multiplexers. The total congestion overflow is 0.

The run finished with clean final reports. The number of nets still failing antenna checks after routing came out at 0. Once iteration 0 of detailed routing completed, the report listed 13808 DRC markers. The total placed cells including tap cells is 25515. The post-synthesis share of cell area spent on full adders, half adders and majority gates came out at 0%.

The die area is 730000 um^2. The clock skew is 142 ps. Routed signal wires occupy layers up through met5. Among all stages on the critical path, the maximum delay recorded is 930 ps. The tally of OpenROAD warnings is 29.

Note that the worst hold path type here is flop to flop. The number of antenna violations at the first check in global routing was 173. The detailed-routing wirelength on met1 is 323000 um. The total setup violations reported at the end of the flow is 0. The synthesis-stage register bit count is 6192. For this run, design rule violations remaining after detail routing come to 0.

The worst ir drop on vdd is 97.0 uV. The number of buffers added for setup after CTS came out at 0.
## stage by stage
stage               area [um^2]  hold WS (ps)
global route             330000          1240
detailed placement       309000          1150
CTS                      330000          1140
floorplan                291000           895
global placement         309000          1110
finish                   330000          1100
## worst reg2reg max path, stage by stage (launching register included)
cell and delay, ps:
edfxtp_1 360, mux4_2 250, nor2_1 40, nor2_1 530, o22ai_1 310, buf_4 280
nor3_1 660, nand4_1 850, nor4_1 450, buf_4 230
## power breakdown
| group | total [uW] | internal [uW] | leakage [uW] | switching, uW |
|---|---|---|---|---|
| sequential | 12400 | 12400 | 0.0548 | 20.2 |
| combinational | 2350 | 722 | 0.0406 | 1630 |
| clock | 10400 | 5820 | 0.0103 | 4610 |
## registers in the layout (all words and copies together) (netlist names)
signal	flops
doutb	24
douta	24
memory_cell	6144
## per-layer routing
metal	vias up	track usage (%)
met5	-	18.2
met4	242	22.4
met3	2926	34.1
met2	14534	45.3
met1	89120	35.5
li1	69841	-
## final cells by class
class,instances,area [um^2]
flip-flops and latches,6192,186000
well taps,9577,12000
diodes,199,498
fillers,60478,393000
clock buffers,844,17700
repair buffers,1500,11800
inverters,6,51.3
clock inverters,379,3500
multi-input cells,8240,98800
## kinds of logic (layout without fill, tap and decap cells)
logic type | count (synthesis) | after routing
buf+inv | 1288 | 2729
other cells | 0 | 199
simple gates | 1599 | 1599
mux | 4217 | 4217
compound gates | 2424 | 2424
flops | 6192 | 6192
## placed cells by master, fill, tap and decap left out, drive strengths merged, types with 36 or more instances in the layout
cell	synthesis	layout
edfxtp	6192	6192
mux4	2244	2244
mux2i	1904	1904
buf	824	1395
clkbuf	452	844
o221ai	492	492
nand2	464	464
nor2	455	455
a21oi	452	452
a22oi	355	355
clkinv	1	304
o22ai	271	271
diode	0	199
o21ai	186	186
nand3	166	166
a211oi	157	157
nor3	156	156
a22o	138	138
nand4	128	128
a31oi	116	116
clkdlybuf4s50	0	105
nor4	76	76
mux2	69	69
a221oi	58	58
and2	49	49
a2111oi	43	43
bufinv	0	38
inv	5	36
## worst max-delay path by stage
stage                      to  cells past startpoint     start
4_1_cts    douta[0]$_DFFE_PP_                     15  addra[0]
5_1_grt    douta[0]$_DFFE_PP_                     15  addra[0]
6_report  doutb[18]$_DFFE_PP_                     15  addrb[0]
No activity file was given, so power comes from the tool's default toggle rates.
