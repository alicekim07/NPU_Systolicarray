===== flow/run.sh =====
#!/bin/bash
# OpenROAD 26Q1-2900-gdf79404cd8, Yosys 0.63+post, stock flow scripts
make -C /OpenROAD-flow-scripts/flow DESIGN_CONFIG=/design/flow/config.mk WORK_HOME=/design/flow/orfs finish

===== flow/config.mk =====
export PLATFORM = sky130hd
export DESIGN_NAME = systolic_loader_i
export DESIGN_NICKNAME = systolic_loader_i
export VERILOG_FILES = /design/flow/design.v
export SDC_FILE = /design/flow/constraint.sdc
export NUM_CORES = 4
export LEC_CHECK = 1
export CORE_UTILIZATION = 30

===== flow/constraint.sdc =====
current_design systolic_loader_i

set clk_period 1.0
set clk_io_pct 0.2

create_clock -name clk0 -period $clk_period [get_ports {CLK}]

set non_clock_inputs [all_inputs -no_clocks]
set_input_delay [expr $clk_period * $clk_io_pct] -clock clk0 $non_clock_inputs
set_output_delay [expr $clk_period * $clk_io_pct] -clock clk0 [all_outputs]

===== flow/design.v =====
`timescale 1ns / 1ps
module systolic_loader_i(
    input CLK,
    input [8*8-1:0] i_Data_I_In,
    output [8*8-1:0] o_Data_I_In
    );
reg [8-1:0] FIFO_1[0:0];
reg [8-1:0] FIFO_2[1:0];
reg [8-1:0] FIFO_3[2:0];
reg [8-1:0] FIFO_4[3:0];
reg [8-1:0] FIFO_5[4:0];
reg [8-1:0] FIFO_6[5:0];
reg [8-1:0] FIFO_7[6:0];
assign  o_Data_I_In[0*8+:8] = i_Data_I_In[0*8+:8];
assign  o_Data_I_In[1*8+:8] = FIFO_1[0];
assign  o_Data_I_In[2*8+:8] = FIFO_2[0];
assign  o_Data_I_In[3*8+:8] = FIFO_3[0];
assign  o_Data_I_In[4*8+:8] = FIFO_4[0];
assign  o_Data_I_In[5*8+:8] = FIFO_5[0];
assign  o_Data_I_In[6*8+:8] = FIFO_6[0];
assign  o_Data_I_In[7*8+:8] = FIFO_7[0];
always @(posedge CLK) begin
    FIFO_1[0] <= i_Data_I_In[1*8+:8];
    FIFO_2[0] <= FIFO_2[1];
    FIFO_3[0] <= FIFO_3[1];
    FIFO_4[0] <= FIFO_4[1];
    FIFO_5[0] <= FIFO_5[1];
    FIFO_6[0] <= FIFO_6[1];
    FIFO_7[0] <= FIFO_7[1];
end
always @(posedge CLK) begin
    FIFO_2[1] <= i_Data_I_In[2*8+:8];
    FIFO_3[1] <= FIFO_3[2];
    FIFO_4[1] <= FIFO_4[2];
    FIFO_5[1] <= FIFO_5[2];
    FIFO_6[1] <= FIFO_6[2];
    FIFO_7[1] <= FIFO_7[2];
end
always @(posedge CLK) begin
    FIFO_3[2] <= i_Data_I_In[3*8+:8];
    FIFO_4[2] <= FIFO_4[3];
    FIFO_5[2] <= FIFO_5[3];
    FIFO_6[2] <= FIFO_6[3];
    FIFO_7[2] <= FIFO_7[3];
end
always @(posedge CLK) begin
    FIFO_4[3] <= i_Data_I_In[4*8+:8];
    FIFO_5[3] <= FIFO_5[4];
    FIFO_6[3] <= FIFO_6[4];
    FIFO_7[3] <= FIFO_7[4];
end
always @(posedge CLK) begin
    FIFO_5[4] <= i_Data_I_In[5*8+:8];
    FIFO_6[4] <= FIFO_6[5];
    FIFO_7[4] <= FIFO_7[5];
end
always @(posedge CLK) begin
    FIFO_6[5] <= i_Data_I_In[6*8+:8];
    FIFO_7[5] <= FIFO_7[6];
end
always @(posedge CLK) begin
    FIFO_7[6] <= i_Data_I_In[7*8+:8];
end
endmodule

==> CHANGELOG.md <==
## Flow update

- Gp weighted congestion: between 0.6 and 0.7
- Fp_density: 0.310
- Synth Warn #: 8
- Slowest stage delay, CP: between 0.3 and 0.4 ns
- Yosys top cell by instances: dfxtp_1
- I/O Buffers: roughly 110
- Yosys reg bits: roughly 220
- PD cells: around 2800 nW/um^2
- Avg Cell Area, Syn: 19.6 um^2
- HPWL after DPL: 2880 um
- CTS tree: built
- Yosys cell count: around 230
- Critical R2R Capture: FIFO_6[0][3]$_DFF_P_
- Die ar.: between 15,000 and 20,000 um^2
- Worst IR Drop VDD: around 1.4 mV
- First DRT Iteration DRCs: ~93
- Top FF cell, synth: dfxtp_1
- Post-synth EDFFs: 0
- ANT cells: 0
- Cells after synthesis: ~230
- Slowest-stage cell, CP: dfxtp_2
- Cycle use final: 1.09
- CTS Buf Count: 22
- Critical Path Start Type: flip-flop
- Seq share, synth: 0.987
- Fin Clk Skew: between 0.007 and 0.008 ns
- Crit path time final: around 1.1 ns
- Setup slack at placement: 0.0276 ns
- Hold_ws: between 0.15 and 0.2 ns
- Data arrival, critical path: just under 0.9 ns
- WHS Path Cells: 1
- Area leader, netlist: dfxtp_1
- Grt total ovfl: 0
- Reg2reg start: FIFO_6[1][3]$_DFF_P_
- Most frequent cells after synthesis: dfxtp_1, buf_4
- Worst R2R Path Depth: 0
- DR pass1 iterations: 20
- Area grow syn2layout: 37.9%
- PnR worst setup slack: -0.0906 ns
- Finished Layout Cells: approximately 560
- Global Route met2 Usage: 0.0956
- Crit Path Class: flip-flop to output port
- Min-delay src: i_Data_I_In[41]
- Sink Count: roughly 220
- Site Rows: around 44
- RSZ-0062 raised after global routing: true
- Global-route wire length before repair: approximately 8500 um
- Drt wl/cell: between 9 and 10 um
- Detailed Route WL: ~5300 um
- Busiest grt layer: met2
- Failing checks: setup timing
- Top delay family on crit path: flip-flops
- Yosys chip area: between 4000 and 5000 um^2
- Top cell area share: 0.987
- Met3 Resource Use GR: 0.0401
- Worst slew pin tran: around 0.12 ns
- Cells after DPL: about 520
- Tool Warnings: 28
- GRT Total Usage: 0.0695
- Crit path cell chain: buf_2
- Bufs on Longest Clock Path: 3
- Worst R2R Setup Slack: about 0.6 ns
- Vias: roughly 1,900
- Max Fclk: 0.917 GHz
- Initial antenna violation count: 1
- Max Cap Violations: 0
- Slew Limit Headroom: 0.917
- DIE WIDTH: 125 um
- Die height: around 130 um
- Hold EP: FIFO_5[4][1]$_DFF_P_
- IO Count: about 130
- Max-slew violation count: 0
- Leakage: ~0.0027 uW
- CP endpoint kind: output port
- Root buf cell: clkbuf_16
- DRC violation count after routing: 0
- Layout cells sized above 1: 0.255
- Clock latency (worst-skew pair): about 0.48 ns
- Final Setup Violations: approximately 56
- Met1 Resource Use GR: 0.0912
- Async SR Flop Fraction: 0
- Largest net degree at the start of global routing: 15
- Via density: roughly 3.4
- Final Util: 0.428
- Number of routed nets with antenna violations: 0
- CP max FO: 1
- Crit path buffers/inverters: 1
- Synthesized cell area: 4540 um^2
- Endpoints failing hold: 0
- Vias in the first global route: roughly 1,900
- Main area contributors: dfxtp_1, buf_4
- Critical path required time: 0.80 ns
- Status: complete, but fails checks
- Logic area: 0 um^2
- Reg clk slew, reported paths: approximately 0.06 ns
- HP Class: primary input to flip-flop
- Setup bufs post-CTS: 0
- #MultiIn Comb: 0
- Netlist cell types: 2
- Core ar.: between 10,000 and 15,000 um^2
- CTS HTree Levels: 1
## state kept, by name, indices dropped and copies added (netlist names)
name / count
FIFO_2: 16
FIFO_5: 40
FIFO_7: 56
FIFO_3: 24
FIFO_6: 48
FIFO_1: 8
FIFO_4: 32
## layout make-up
type	count	area, um^2
clock inverters	7	42.5
fillers	1284	8380
well taps	184	230
flip-flops and latches	224	4490
repair buffers	112	841
clock buffers	33	663
## metrics by stage
stage | setup TNS [ns] | total power, uW | area, um^2
final | -3.99 | 17500 | 6270
after global routing | -6.44 | 18200 | 6270
after CTS | -5.62 | 17800 | 6270
after detailed placement | 0 | 10100 | 5840
after global placement | 0 | 10100 | 5840
after floorplan | 0 | 9660 | 4540
## how the worst max path moves through the flow
| stage | slack, ns | cells after the start | endpoint | startpoint |
|---|---|---|---|---|
| 5_1_grt | -0.14 | 1 | o_Data_I_In[33] | FIFO_4[0][1]$_DFF_P_ |
| 6_report | -0.09 | 1 | o_Data_I_In[51] | FIFO_6[0][3]$_DFF_P_ |
| 4_1_cts | -0.12 | 1 | o_Data_I_In[62] | FIFO_7[0][6]$_DFF_P_ |
## logic make-up (layout without fill, tap and decap cells)
family                 count (synthesis)  in the layout  synth area share
DFF                                  224            224             0.987
buffers and inverters                  8            152            0.0132
## metal layers
metal  routed length, um  vias to the layer above
met3                 760                       22
li1                    -                      969
met1                2300                      804
met5                  12                        -
met4                 220                        2
met2                2030                      105
## placed cells by master (no fill, tap or decap)
master,Yosys,routed
buf_2,0,56
dfxtp_1,224,219
dfxtp_2,0,5
clkinv_2,0,5
clkbuf_1,0,5
clkbuf_16,0,23
clkinv_4,0,2
clkdlybuf4s50_1,0,56
clkbuf_8,0,5
## where the power goes
group	leakage (uW)	total [uW]	internal (uW)	switching, uW
combinational	0.000439	298	259	38.3
clock	0.000353	7660	4590	3070
sequential	0.00189	9500	9410	91.1
## timing repair
action	in CTS	in global routing
setup endpoints to repair	56	56
resized	173	1
hold buffers	0	0
No activity file was given, so power comes from the tool's default toggle rates.
